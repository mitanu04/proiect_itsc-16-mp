**flow/config.mk**
```make
export PLATFORM = sky130hd
export DESIGN_NAME = stack16_sync
export DESIGN_NICKNAME = stack16_sync
export VERILOG_FILES = /design/flow/design.v
export SDC_FILE = /design/flow/constraint.sdc
export NUM_CORES = 4
export LEC_CHECK = 1
export CORE_UTILIZATION = 50
```
**flow/constraint.sdc**
```tcl
current_design stack16_sync

set clk_period 5.8
set clk_io_pct 0.2

create_clock -name clk0 -period $clk_period [get_ports {clk}]

set non_clock_inputs [all_inputs -no_clocks]
set_input_delay [expr $clk_period * $clk_io_pct] -clock clk0 $non_clock_inputs
set_output_delay [expr $clk_period * $clk_io_pct] -clock clk0 [all_outputs]
```
**flow/design.v**
```verilog
module stack16_sync #(
  parameter logic [15:0] SP_RESET = 16'hFFFE    
) (
  input  logic        clk,
  input  logic        rst_n,
  input  logic        push,
  input  logic        pop,
  input  logic [15:0] push_data,
  output logic        mem_we,
  output logic [15:0] mem_addr,
  output logic [15:0] mem_wdata,
  input  logic [15:0] mem_rdata,
  output logic [15:0] sp,
  output logic [15:0] pop_data,
  output logic        pop_valid,
  output logic        busy
);
  logic        pop_pending;
  logic [15:0] pop_addr_q;
  assign busy = pop_pending;   
  always_comb begin
    mem_we    = 1'b0;
    mem_wdata = push_data;
    mem_addr  = sp;
    if (push && !pop) begin
      mem_we   = 1'b1;
      mem_addr = sp - 16'd1;
    end
    else if (pop && !push) begin
      mem_we   = 1'b0;
      mem_addr = sp;
    end
    else if (pop_pending) begin
      mem_we   = 1'b0;
      mem_addr = pop_addr_q;
    end
  end
  always_ff @(posedge clk or negedge rst_n) begin
    if (!rst_n) begin
      sp          <= SP_RESET;
      pop_pending <= 1'b0;
      pop_addr_q  <= 16'h0000;
      pop_data    <= 16'h0000;
      pop_valid   <= 1'b0;
    end else begin
      pop_valid <= 1'b0;
      if (pop_pending) begin
        pop_data    <= mem_rdata;
        pop_valid   <= 1'b1;
        pop_pending <= 1'b0;
      end
      unique case ({push, pop})
        2'b10: begin
          sp <= sp - 16'd1;
        end
        2'b01: begin
          pop_pending <= 1'b1;
          pop_addr_q  <= sp;
          sp          <= sp + 16'd1;
        end
        default: begin
          sp <= sp;
        end
      endcase
    end
  end
endmodule
```
**flow/run.sh**
```bash
#!/bin/bash
# OpenROAD 26Q1-2900-gdf79404cd8, Yosys 0.63+post, stock flow scripts
make -C /OpenROAD-flow-scripts/flow DESIGN_CONFIG=/design/flow/config.mk WORK_HOME=/design/flow/orfs finish
```
==> impl_metrics.csv <==
group,metric,value,unit
logic_synthesis,synth-edff-count,0,
pwr,power.density,411,mW/mm^2
sta,relSlewSlack,46.2,%
logic_synthesis,post_synth_inst_count,294,
worst_hold_path,timing.hold.worst_endpoint,"pop_data[14]",
setup_path,reg2reg_launch_point,"sp[0]",
floorplan,fp-utilization,52.8,%
drt,antenna-diode-count,0,
placed_design,dpl-instance-area,0.00355,sq mm
placed_design,placed_cells,397,
layout,post_route_cells_drive_above_1_share,19.5,%
setup_path,path_buffers,3,
global_routing,grt_overflow,0,
sta,setup_tns,0,ps
sta,tightestPinTransition,803,ps
placed_design,gp_congestion,0.864,
worst_hold_path,worst_hold_startpoint,"pop_data[14]",
layout,fin_area,0.00366,sq mm
drt,drc,0,
setup_path,crit_path_cell_trace,"clkdlybuf4s50_1 -> ha_1 -> buf_4 -> nand2b_1 -> o22a_1 -> o21a_1 -> clkdlybuf4s50_1",
global_routing,antenna_found_initial,0,
layout,lay_top_count,"sky130_fd_sc_hd__clkdlybuf4s50_1",
setup_path,critPathMaxFanout,21,
drt,vias,2304,
logic_synthesis,synth_chip_area,0.00296,sq mm
floorplan,core_region_area,0.00561,sq mm
clock_tree,cts_sinks,50,
logic_synthesis,synth.lib_cells_used.distinct,49,
setup_path,timing.reg2reg.setup_slack,3520,ps
sta,timing.clock.skew,5.47,ps
logic_synthesis,postSynth.topFlopCell,"sky130_fd_sc_hd__dfrtp_1",
clock_tree,cts-htree-levels,2,
setup_path,critical_path.reg2reg.endpoint,"sp[14]",
clock_tree,cts_root_buffer,"sky130_fd_sc_hd__clkbuf_8",
floorplan,placement_rows,27,
logic_synthesis,synthesis.area,0.00296,sq mm
logic_synthesis,topCellsByArea,"sky130_fd_sc_hd__dfrtp_1 (30%), sky130_fd_sc_hd__dfstp_2 (13%), sky130_fd_sc_hd__mux2_2 (12%)",
drt,drt.antenna.violating_nets,0,
setup_path,r2r_depth,6,
clock_tree,post_cts_hold_buffer_count,0,
floorplan,die_width,78.9,um
setup_path,crit_top_cell,"sky130_fd_sc_hd__clkdlybuf4s50_1",
sta,grt_setup_unrepaired,"no",
sta,hold_ws,512,ps
setup_path,crit_family,"buffers and inverters",
setup_path,startpoint_type,"primary input",
floorplan,design.portCount,103,
run_status,status,"finished, final reports clean",
setup_path,required,4640,ps
layout,post_layout_nonfiller_instances,405,
drt,drt_iter0_drc,206,
pwr,cellLeakagePower,1.45,nW
layout,fillers,468,
clock_tree,cts_max_path_buffers,2,
drt,first_pass_iters,4,
clock_tree,clock.latency.late_pin,300,ps
global_routing,largest_net_degree_at_the_start_of_global_routing,51,
logic_synthesis,registers_synthesis,50,
clock_tree,clk_transition_reported_paths,90,ps
sta,max_freq,215,MHz
logic_synthesis,yosysCellCount,294,
pwr,irDropWorstVdd,0.248,mV
setup_path,worst_path_max_delay_cell,"sky130_fd_sc_hd__ha_1",
floorplan,chipArea,0.00623,sq mm
logic_synthesis,synth-warning-count,1,
logic_synthesis,top_area_share,29.6,%
global_routing,grt_pass1_wl,10900,um
clock_tree,ctsResizeCount,0,
placed_design,port_buffers,70,
logic_synthesis,synth.yosys.seq_area_share,42.9,%
global_routing,grtUsageTotal,23.1,%
setup_path,cp_slowest_stage_delay,510,ps
worst_hold_path,hold_path_depth,1,
logic_synthesis,syn_area_per_cell,10.1,sq um
run,openroad.warnings,28,
sta,slew_viol_final,0,
setup_path,critPathCaptureType,"output port",
sta,final_hold_viol_count,0,
logic_synthesis,asyncSetResetFlopFracSynth,100,%
setup_path,timing.setup.critical_path_class,"in2out",
global_routing,vias_in_the_first_global_route,2172,
sta,finalCritPeriodShare,80.3,%
setup_path,cp.arrival,3500,ps
sta,final.min_clock_period,4660,ps
clock_tree,cts_tree,"done",
run,drv.max_cap_violation_count,0,
clock_tree,cts.repair_timing.setup_buffer_count,0,
sta,finalSetupViolCount,0,
drt,wl,6480,um
clock_tree,cts_made_buffers,5,
layout,lay_top_cells,"sky130_fd_sc_hd__clkdlybuf4s50_1 (69), sky130_fd_sc_hd__dfrtp_1 (35), sky130_fd_sc_hd__mux2_2 (31)",
drt,detail_route.wl_per_cell,16.0,um
drt,drt-vias-per-instance,5.69,
placed_design,dp.final_hpwl,4370,um
logic_synthesis,top_area_cell,"sky130_fd_sc_hd__dfrtp_1",
layout,layout-area-overhead-vs-synth,23.5,%
floorplan,die_h,78.9,um
worst_hold_path,hold_path_class,"reg2reg",
where the power goes:
group          switching, mW  internal (mW)  total (mW)
Combinational          0.189          0.364       0.554
Clock                  0.117          0.129       0.246
Sequential             0.198          0.504       0.702
per-layer routing:
| layer | vias up | global-route usage (%) | routed length (um) |
|---|---|---|---|
| li1 | 1106 | - | - |
| met1 | 1119 | 37.0 | 3030 |
| met2 | 71 | 36.0 | 3000 |
| met3 | 8 | 3.03 | 372 |
| met4 | 0 | 2.73 | 70 |
| met5 | - | 0 | 0 |
state kept, by name, indices dropped and copies added (netlist names):
signal / flops
pop_addr_q: 16
pop_data: 16
pop_pending: 1
pop_valid: 1
sp: 16
how the worst max path moves through the flow:
stage | from | end | slack (ps) | cells after the start
4_1_cts | push | mem_addr[9] | 1160 | 7
5_1_grt | push | mem_addr[15] | 1000 | 9
6_report | push | mem_addr[9] | 1140 | 7
worst register-to-register path, delay by kind of cell, from the launching register on:
kind                     cells  cell delay, ps
flip-flops                   1             560
AND/OR/NAND/NOR              2             860
adder cells (fa/ha/maj)      1             240
XOR/XNOR                     1             140
buffers and inverters        1             120
AND-OR/OR-AND                1             280
cell families (layout without fill, tap and decap cells):
family,Yosys count,count (layout),share of synthesized area [%]
simple gates,82,82,16.0
compound gates,53,53,12.0
buf+inv,52,91,9.04
flops,50,50,42.9
mux,32,32,12.1
xor+xnor,21,21,6.21
fa+ha+maj,4,4,1.69
metrics by stage:
stage	worst slack [ps]	power (mW)	utilization (%)
2_1_floorplan	2350	0.959	-
3_3_place_gp	1180	1.26	63.2
3_5_place_dp	1160	1.26	63.2
4_1_cts	1160	1.52	65.2
5_1_grt	1000	1.62	65.2
6_report	1140	1.50	65.2
cell usage after synthesis (4+ instances only):
cell and number:
sky130_fd_sc_hd__xnor2_1 4, sky130_fd_sc_hd__inv_1 8, sky130_fd_sc_hd__xor2_1 17, sky130_fd_sc_hd__a21oi_1 17, sky130_fd_sc_hd__nor4_1 4, sky130_fd_sc_hd__nand3_1 6, sky130_fd_sc_hd__ha_1 4, sky130_fd_sc_hd__o21ai_0 7
sky130_fd_sc_hd__nor2_1 10, sky130_fd_sc_hd__nand2_1 16, sky130_fd_sc_hd__and2_0 4, sky130_fd_sc_hd__buf_2 7, sky130_fd_sc_hd__a211oi_1 7, sky130_fd_sc_hd__dfrtp_1 35, sky130_fd_sc_hd__mux2_2 31, sky130_fd_sc_hd__buf_4 17
sky130_fd_sc_hd__clkbuf_1 17, sky130_fd_sc_hd__dfstp_2 15, sky130_fd_sc_hd__nand4_1 16
area by class of cell:
class	count	area [sq um]	area share (%)
Multi-Input combinational cell	192	1420	38.9
Sequential cell	50	1270	34.7
Timing Repair Buffer	75	733	20.1
Tap cell	72	90.1	2.46
Clock buffer	6	72.6	1.98
Clock inverter	2	37.5	1.03
Inverter	8	30.0	0.821
Power is estimated from default activity; no workload was simulated.
